==> design/flow/design.v <==
`timescale 1ns / 1ps
module addition #(parameter n = 6) (
    input   logic[n - 1 : 0] b1, 
    input   logic[n - 1 : 0] b2, 
    output  logic[n - 1 : 0] result
);
    logic c_in;
    always_comb begin
        c_in = 0;
        for (int i = 0; i < n; i++) begin
            result[i] = b1[i] ^ b2[i] ^ c_in;
            c_in = (b1[i] & b2[i]) | (b1[i] & c_in) | (b2[i] & c_in);
        end
    end
endmodule
`timescale 1ns / 1ps
module decimal_display (
    input   logic [5 : 0] val,
    output  logic [6 : 0] segments1,
    output  logic [6 : 0] segments2    
);
    always_comb begin
        case (val)
            6'd0, 6'd10, 6'd20, 6'd30:  segments1 = 7'b100_0000;  
            6'd1, 6'd11, 6'd21:         segments1 = 7'b111_1001;  
            6'd2, 6'd12, 6'd22:         segments1 = 7'b010_0100;  
            6'd3, 6'd13, 6'd23:         segments1 = 7'b011_0000;  
            6'd4, 6'd14, 6'd24:         segments1 = 7'b001_1001;  
            6'd5, 6'd15, 6'd25:         segments1 = 7'b001_0010;  
            6'd6, 6'd16, 6'd26:         segments1 = 7'b000_0010;  
            6'd7, 6'd17, 6'd27:         segments1 = 7'b111_1000;  
            6'd8, 6'd18, 6'd28:         segments1 = 7'b000_0000;  
            6'd9, 6'd19, 6'd29:         segments1 = 7'b001_0000;  
            default:                    segments1 = 7'b111_1111;  
        endcase
    end
    always_comb begin
        if (val >= 6'd10 && val < 6'd20)
            segments2 = 7'b111_1001;
        else if (val >= 6'd20 && val < 6'd30)
            segments2 = 7'b010_0100;
        else if (val == 6'd30)
            segments2 = 7'b011_0000;
        else 
            segments2 = 7'b111_1111;
    end
endmodule
`timescale 1ns / 1ps
module digit_selector(
    input   logic         clk, 
    input   logic         reset,
    output  logic [3 : 0] digit
);
    logic [18 : 0] timer;
    typedef enum logic [1 : 0] {S1, S2, S3} statetype;
    statetype state; 
    statetype nextstate;
    always_ff @(posedge clk, posedge reset) begin
        if (reset) begin
            timer <= 0;
            state <= S1;
        end
        else if (timer == 19'd499999) begin
            state <= nextstate;
            timer <= 0;
        end
        else begin
            timer <= timer + 1;
        end
    end
    always_comb begin
        nextstate = state;
        case (state) 
            S1: nextstate = S2;
            S2: nextstate = S3;
            S3: nextstate = S1;
        endcase
    end
    always_comb begin
        case (state) 
            S1: digit = 4'b1110;   
            S2: digit = 4'b1101;   
            S3: digit = 4'b1011;   
            default: digit = 4'b1111;  
        endcase
    end
endmodule
`timescale 1ns / 1ps
module hex_display(
    input   logic [5 : 0] val,
    output  logic [6 : 0] segments1,
    output  logic [6 : 0] segments2
);
    always_comb begin
        case (val[3 : 0])
            4'h0: segments1 = 7'b100_0000;  
            4'h1: segments1 = 7'b111_1001;  
            4'h2: segments1 = 7'b010_0100;  
            4'h3: segments1 = 7'b011_0000;  
            4'h4: segments1 = 7'b001_1001;  
            4'h5: segments1 = 7'b001_0010;  
            4'h6: segments1 = 7'b000_0010;  
            4'h7: segments1 = 7'b111_1000;  
            4'h8: segments1 = 7'b000_0000;  
            4'h9: segments1 = 7'b001_0000;  
            4'hA: segments1 = 7'b000_1000;  
            4'hB: segments1 = 7'b000_0011;  
            4'hC: segments1 = 7'b100_0110;  
            4'hD: segments1 = 7'b010_0001;  
            4'hE: segments1 = 7'b000_0110;  
            4'hF: segments1 = 7'b000_1110;  
            default: segments1 = 7'b111_1111;  
        endcase
    end
    always_comb begin
        case (val[5 : 4])
            2'h1: segments2 = 7'b111_1001;
            default: segments2 = 7'b111_1111;
        endcase
    end
endmodule
`timescale 1ns / 1ps
module input_select #(parameter n = 4) (
    input   logic               clk,
    input   logic               en,
    input   logic               reset,
    input   logic [n - 1 : 0]   switch_input,  
    output  logic [n + 1 : 0]   operand
);
    always_ff @(posedge clk, posedge reset) begin
        if (reset) begin
            operand <= '0;
        end
        else if (en) begin
            operand <= switch_input;
        end
    end
endmodule
`timescale 1ns / 1ps
module result_selector #(parameter n = 6) (
    input   logic [n - 1 : 0] add_res, 
    input   logic [n - 1 : 0] sub_res, 
    input   logic             en, 
    output  logic             is_negative,
    output  logic [n - 1 : 0] res
);
    logic [n - 1 : 0] intr;
    logic [n - 1 : 0] abs_value;
    always_comb begin
        case (en) 
            1'b0: intr = add_res;
            1'b1: intr = sub_res;
        endcase
    end
    addition pos_version(
        .b1(~intr), 
        .b2({{(n-1){1'b0}}, 1'b1}), 
        .result(abs_value)
    );
    always_comb begin
        if (intr[n - 1]) begin
            res = abs_value;
            is_negative = 1'b1;
        end else begin
            res = intr;
            is_negative = 1'b0;
        end
    end
endmodule
`timescale 1ns / 1ps
module segment_display(
    input   logic [3 : 0]   digit,
    input   logic           show_negative,
    input   logic           is_dec,
    input   logic [5 : 0]   display_value,
    output  logic [6 : 0]   segments
);
    logic [6 : 0] first_hex;
    logic [6 : 0] second_hex;
    logic [6 : 0] first_dec;
    logic [6 : 0] second_dec;
    hex_display both_hex_disp(
        .val(display_value), 
        .segments1(first_hex), 
        .segments2(second_hex)
    );
    decimal_display both_dec_disp(
        .val(display_value), 
        .segments1(first_dec), 
        .segments2(second_dec)
    );
    always_comb begin
        case (digit)
            4'b1110: segments = is_dec ? first_dec : first_hex;
            4'b1101: segments = is_dec ? second_dec : second_hex;
            4'b1011: segments = show_negative ? 7'b011_1111 : 7'b111_1111;
            default: segments = 7'b111_1111;
        endcase
    end
endmodule
`timescale 1ns / 1ps
module selector(
    input logic         en1,
    input logic         en2,
    input logic         en3,
    input logic         is_negative,
    input logic [5 : 0] input_1,
    input logic [5 : 0] input_2,
    input logic [5 : 0] input_3,
    output logic        show_negative,
    output logic [5 : 0] res
);
    always_comb begin
        res = en1 ? input_1 : (en2 ? input_2 : input_3);
        show_negative = en3 ? is_negative : 1'b0;
    end
endmodule
`timescale 1ns / 1ps
module state_selector (
    input   logic clk, 
    input   logic reset, 
    input   logic progress, 
    output  logic en1, 
    output  logic en2,
    output  logic en3
);
    logic button_pressed; 
    logic previous_signal;
    logic change_state;
    typedef enum logic [1 : 0] {S1, S2, S3} statetype;
    statetype state;
    statetype nextstate;
    assign button_pressed = progress;
    assign change_state = previous_signal & (~button_pressed);
    always_ff @(posedge clk or posedge reset) begin 
        if (reset) begin
            state <= S1;                
            previous_signal <= 0;
        end else begin
            state <= nextstate;         
            previous_signal <= button_pressed;
        end
    end
    always_comb begin
        nextstate = state;
        case (state)
            S1: if (change_state) nextstate = S2;
            S2: if (change_state) nextstate = S3;
            S3: if (change_state) nextstate = S1;
        endcase
    end
    always_comb begin
        en1 = 0;
        en2 = 0;
        en3 = 0;
        case (state) 
            S1: en1 = 1;
            S2: en2 = 1;
            S3: en3 = 1;
        endcase
    end
endmodule
`timescale 1ns / 1ps
module subtraction #(parameter n = 6)(
    input   logic [n - 1 : 0] b1,
    input   logic [n - 1 : 0] b2, 
    output  logic [n - 1 : 0] result
);
    logic [n - 1 : 0] s2;
    addition b2_negation(
        .b1(~b2), 
        .b2({{(n-1){1'b0}}, 1'b1}), 
        .result(s2)
    );
    addition main_addition(
        .b1(b1), 
        .b2(s2), 
        .result(result)
    );
endmodule
`timescale 1ns / 1ps
module system_select(
    input   logic clk,
    input   logic signal,
    output  logic is_dec
);
    logic prev_signal;
    logic change_state;
    typedef enum logic {S0, S1} statetype;
    statetype state = S0;
    statetype nextstate = S1;
    assign change_state = prev_signal & (~signal);
    always_ff @(posedge clk) begin
        state <= nextstate; 
        prev_signal <= signal;
    end
    always_comb begin
        nextstate = state;
        case (state)
            S0: if (change_state) nextstate = S1;
            S1: if (change_state) nextstate = S0;
        endcase
    end
    assign is_dec = ~state;
endmodule
`timescale 1ns / 1ps
module top (
    input   logic           clk,
    input   logic [4 : 0]   sw,
    input   logic           btnL,
    input   logic           btnU,
    input   logic           btnD,
    output  logic [6 : 0]   seg,
    output  logic [3 : 0]   an
);
    logic [5 : 0] input1;
    logic [5 : 0] input2;
    logic [5 : 0] add_res;
    logic [5 : 0] sub_res;
    logic [5 : 0] res;
    logic [5 : 0] display_value;
    logic [3 : 0] switch_input;
    logic en1;
    logic en2;
    logic en3;
    logic add_or_sub;
    logic is_dec;
    logic is_negative;
    logic show_negative;
    assign add_or_sub = sw[4];
    assign switch_input = sw[3 : 0];
    state_selector selection(
        .clk(clk), 
        .reset(btnL), 
        .progress(btnU), 
        .en1(en1), 
        .en2(en2), 
        .en3(en3)
    );
    system_select number_system(
        .clk(clk), 
        .signal(btnD), 
        .is_dec(is_dec)
    );
    input_select operand1_selection(
        .clk(clk), 
        .en(en1), 
        .reset(btnL), 
        .switch_input(switch_input), 
        .operand(input1)
    );
    input_select operand2_selection(
        .clk(clk), 
        .en(en2), 
        .reset(btnL), 
        .switch_input(switch_input), 
        .operand(input2)
    );
    addition addition_compute(
        .b1(input1), 
        .b2(input2), 
        .result(add_res)
    );
    subtraction subtraction_compute(
        .b1(input1), 
        .b2(input2), 
        .result(sub_res)
    );
    result_selector result_assignment(
        .add_res(add_res), 
        .sub_res(sub_res), 
        .en(add_or_sub), 
        .is_negative(is_negative), 
        .res(res)
    );
    selector display_select(
        .en1(en1), 
        .en2(en2), 
        .en3(en3), 
        .is_negative(is_negative), 
        .input_1(input1), 
        .input_2(input2), 
        .input_3(res), 
        .show_negative(show_negative), 
        .res(display_value)
    );
    digit_selector select_digit(
        .clk(clk), 
        .reset(btnL), 
        .digit(an)
    );
    segment_display display_number(
        .digit(an), 
        .show_negative(show_negative),
        .is_dec(is_dec), 
        .display_value(display_value), 
        .segments(seg)
    );
endmodule
==> design/flow/run.sh <==
#!/bin/bash
# OpenROAD 26Q1-2900-gdf79404cd8, Yosys 0.63+post, stock flow scripts
make -C /OpenROAD-flow-scripts/flow DESIGN_CONFIG=/design/flow/config.mk WORK_HOME=/design/flow/orfs finish
==> design/flow/config.mk <==
export PLATFORM = sky130hd
export DESIGN_NAME = top
export DESIGN_NICKNAME = top
export VERILOG_FILES = /design/flow/design.v
export SDC_FILE = /design/flow/constraint.sdc
export NUM_CORES = 4
export LEC_CHECK = 1
export CORE_UTILIZATION = 50
==> design/flow/constraint.sdc <==
current_design top

set clk_period 6.1
set clk_io_pct 0.2

create_clock -name clk0 -period $clk_period [get_ports {clk}]

set non_clock_inputs [all_inputs -no_clocks]
set_input_delay [expr $clk_period * $clk_io_pct] -clock clk0 $non_clock_inputs
set_output_delay [expr $clk_period * $clk_io_pct] -clock clk0 [all_outputs]
==> ci_impl_report.md <==
### Flow metrics

| Metric | Value |
|---|---|
| Status | `finished, final reports clean` |
| CP Data Required Time | `4.88 ns` |
| Met2 Wirelength | `3090 µm` |
| Final setup viols | `0` |
| Vias in the first global route | `2,493` |
| Htree depth | `2` |
| TritonRoute pass-1 iters | `5` |
| CP cell instances | `inv_1 > ha_1 > fa_1 > inv_1 > fa_1 > inv_1 > fa_1 > inv_1 > ha_1 > mux2_2 > ha_4 > and3b_2 > o21a_1 > a221o_1 > a21o_1 > a221oi_2 > clkdlybuf4s50_1` |
| Late-Pin Clk Latency | `0.29 ns` |
| CTS root buf | `clkbuf_8` |
| Die width | `79.6 µm` |
| Leak | `0.00146 µW` |
| Routability Congestion | `0.987` |
| Final worst slack | `0.254 ns` |
| Gate Count Post-Synth | `338` |
| Nature of the critical path endpoint | `output pin` |
| Largest net degree at the start of global routing | `35` |
| CP Launch Type | `flop` |
| Slew HR | `53.5%` |
| Setup Crit Path Kind | `reg2out` |
| OpenROAD warning count | `29` |
| CTS tree | `yes` |
| Most frequent cell on the critical path | `inv_1` |
| CP Max Fanout | `4` |
| Initial DRC count | `265` |
| Post-synth EDFFs | `0` |
| Mapped Area | `3010 µm²` |
| Total negative setup slack | `0 ns` |
| Async S/R FF share, synth | `94.4%` |
| Num CTS Buffers | `5` |
| Vias per std cell | `6.07` |
| Die H | `79.6 µm` |
| Yosys chip area | `3010 µm²` |
| PwrDens | `160 nW/µm²` |
| Most common flop cell mapped by yosys | `dfrtp_1` |
| CP Launch Point | `operand2_selection.operand[0]` |
| Met3 routed WL | `395 µm` |
| Area Growth Syn to Fin | `13.1%` |
| Core footprint | `5640 µm²` |
| Hold Startpoint | `select_digit.timer[0]` |
| Chip Area | `6330 µm²` |
| FF+latch count, synth | `36` |
| Wl on met1 | `3260 µm` |
| Final hold violations | `0` |
| Worst slew pin tran | `0.697 ns` |
| Remaining Overflow, GRT | `0` |
| Tally of max-capacitance violations | `0` |
| Antenna viol nets, final | `0` |
| Clock Path Buffers | `2` |
| Pre-Place Util | `53.3%` |
| Top Metal Used | `met4` |
| Post-DP HPWL | `5180 µm` |
| Share of layout cells above drive strength 1 | `14.8%` |
| IO Pins | `20` |
| WL/cell | `15.9 µm` |
| # rows | `27` |
| Highest Clock Rate | `171 MHz` |
| Worst clock skew | `0.00947 ns` |
| Via Count | `2,617` |
| Post-placement setup slack | `0.397 ns` |
| Ys Warns | `10` |
| Final Critical Period | `5.85 ns` |
| Unique cell types | `71` |
| Hold crit path type | `reg2reg` |
| Post-layout util | `60.3%` |
| Drt total wl | `6860 µm` |
| Number of buffers inserted by port buffering | `18` |
| CTS hold repair buffers | `0` |
| GRT Util Overall | `25.1%` |
| First-pass GRT wire length | `12,000 µm` |
| Max stage delay on crit path | `0.50 ns` |
| Seq/Total Area, Yosys | `29.7%` |
| Critical path arrival | `4.63 ns` |
| FF-to-FF Start | `select_digit.timer[0]` |
| Slowest-stage cell, CP | `clkdlybuf4s50_1` |
| DRC | `0` |
| Yosys cell count | `338` |
| Synthesized area per cell | `8.90 µm²` |
| Antenna diode count | `0` |
| VDD IR max | `132 µV` |
| Fillcell total | `513` |
| Worst-path clk slew | `0.08 ns` |
| Clock sinks | `36` |
| Initial antenna violation count | `0` |
| Final period utilization | `95.8%` |
| Slew Limit Fails | `0` |
==> Yosys cell counts, types with 2 or more instances <==
library cell	n	area share (%)
dfstp_2	2	1.7
buf_4	4	1.0
o32ai_1	2	0.58
fa_1	6	4.0
nor2_1	22	2.7
nor2b_1	7	1.5
nand4_1	2	0.42
nand3_1	13	2.2
a21o_1	2	0.50
o311ai_1	4	1.2
nand2_1	34	4.2
xnor2_1	8	2.3
and2_1	2	0.42
dfxtp_1	2	1.3
nor4_1	3	0.62
o211ai_1	6	1.5
o31ai_4	2	1.4
a211oi_1	7	1.7
o21ai_1	2	0.33
mux2_2	8	3.0
clkbuf_1	5	0.62
o221ai_1	2	0.58
a22oi_1	4	1.0
nand2b_1	3	0.62
nor3b_2	3	1.2
o21a_1	5	1.2
mux2i_1	7	2.3
nand3b_1	2	0.50
inv_1	28	3.5
nor3_1	9	1.5
o21ai_0	18	3.0
o31a_1	3	0.87
xor2_1	8	2.3
ha_1	14	5.8
dfrtp_1	32	27
or3_1	2	0.42
a21boi_0	2	0.50
a21oi_1	14	2.3
buf_2	4	0.67
and3_1	4	0.83
==> report_power, final <==
| part | switching, µW | total [µW] | internal [µW] |
|---|---|---|---|
| clock network | 86.8 | 166 | 79.5 |
| logic | 71.3 | 121 | 49.3 |
| registers | 15.9 | 259 | 243 |
==> critical path: cells and delay by family, from the launching register on <==
| family | cells | cell delay (ns) |
|---|---|---|
| adder cells (fa/ha/maj) | 6 | 1.69 |
| flip-flops | 1 | 0.37 |
| AND/OR/NAND/NOR | 1 | 0.23 |
| AND-OR/OR-AND | 4 | 1.00 |
| multiplexers | 1 | 0.30 |
| buffers and inverters | 5 | 0.76 |
==> routing by layer <==
metal | up-vias | global-route usage [%]
met1 | 1252 | 40.4
met4 | 0 | 5.09
li1 | 1260 | -
met5 | - | 0
met3 | 15 | 3.48
met2 | 90 | 37.6
==> final timing paths <==
kind	end	slack [ns]	depth (start not counted)
worst min-delay path	select_digit.timer[0]	0.49	1
min in group asynchronous	select_digit.timer[13]	1.32	3
worst min register to register	select_digit.timer[0]	0.49	1
worst max-delay path	seg[2]	0.25	17
max in group asynchronous	asynchronous set/reset pin	4.44	3
worst max register to register	select_digit.timer[18]	4.01	6
==> metrics by stage <==
stage	total power (µW)	instances	cell area (µm²)	hold slack [ns]
3_3_place_gp	378	422	3260	0.472
5_1_grt	578	431	3400	0.510
4_1_cts	543	430	3350	0.487
3_5_place_dp	375	422	3260	0.478
6_report	546	431	3400	0.489
2_1_floorplan	344	338	3010	0.455
==> repair_timing <==
action                                  4_1_cts  5_1_grt
buffers inserted                              0        1
gates resized                                 0       12
endpoints found under the setup margin        0        7
==> cell type report <==
cell class | instances | area [µm²] | area share (%)
clock buffer | 5 | 68.8 | 2.02
clock inverter | 3 | 18.8 | 0.552
inverter | 28 | 105 | 3.09
multi-input combinational | 260 | 1980 | 58.1
sequential | 36 | 893 | 26.3
tap | 72 | 90.1 | 2.65
timing repair buffer | 27 | 248 | 7.28
==> kinds of logic (layout without fill, tap and decap cells) <==
kind of cell,Yosys count,after routing,share of synthesized area (%)
and+or+nand+nor,115,115,20.3
AOI/OAI and AO/OA,93,93,23.9
buffers and inverters,42,63,6.16
DFF,36,36,29.7
adders and majority gates,20,20,9.82
xor gates and xnor gates,16,16,4.66
muxes,15,15,5.32
other,1,1,0.125
==> placed cells by master (no fill, tap or decap), types with 3 or more instances in the layout <==
cell	netlist	layout
a211oi_1	7	7
a21oi_1	14	14
a22oi_1	4	4
and3_1	4	4
buf_4	4	9
clkbuf_8	0	5
clkdlybuf4s50_1	0	18
dfrtp_1	32	32
fa_1	6	6
ha_1	14	12
inv_1	28	26
mux2_2	8	8
mux2i_1	7	7
nand2_1	34	32
nand2b_1	3	3
nand3_1	13	13
nor2_1	22	22
nor2b_1	7	7
nor3_1	9	8
nor3b_2	3	3
o211ai_1	6	6
o21a_1	5	5
o21ai_0	18	17
o21ai_1	2	3
o311ai_1	4	4
o31a_1	3	3
xnor2_1	8	8
xor2_1	8	8
Power and IR drop assume default switching activity.
